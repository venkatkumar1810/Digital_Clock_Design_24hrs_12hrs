`/design/flow/run.sh`:
```
#!/bin/bash
# OpenROAD 26Q1-2900-gdf79404cd8, Yosys 0.63+post, stock flow scripts
make -C /OpenROAD-flow-scripts/flow DESIGN_CONFIG=/design/flow/config.mk WORK_HOME=/design/flow/orfs finish
```
`/design/flow/config.mk`:
```
export PLATFORM = sky130hd
export DESIGN_NAME = Digital_Clock_12_hrFomrat
export DESIGN_NICKNAME = Digital_Clock_12_hrFomrat
export VERILOG_FILES = /design/flow/design.v
export SDC_FILE = /design/flow/constraint.sdc
export NUM_CORES = 4
export LEC_CHECK = 1
export CORE_UTILIZATION = 40
```
`/design/flow/constraint.sdc`:
```
current_design Digital_Clock_12_hrFomrat

set clk_period 4.9
set clk_io_pct 0.2

create_clock -name clk0 -period $clk_period [get_ports {clk}]

set non_clock_inputs [all_inputs -no_clocks]
set_input_delay [expr $clk_period * $clk_io_pct] -clock clk0 $non_clock_inputs
set_output_delay [expr $clk_period * $clk_io_pct] -clock clk0 [all_outputs]
```
`/design/flow/design.v`:
```
`timescale 1ns / 1ps
module Digital_Clock_12_hrFomrat(
    input clk,					 
    input center,				 
    input right,				 
    input left,				 
    input up,					 
    input down,				 
    output [6:0] seg,		 
    output [5:0] an,			 
    output AMPM_indicator_led,	 
    output clock_mode_indicator_led  
    );
	 reg [31:0] counter = 0;   	 
	 parameter max_count = 625_000;  
	 reg [5:0] hrs, min,sec = 0;		 
	 reg [3:0] sec_ones,sec_tens,min_ones, min_tens, hrs_ones, hrs_tens = 0;  
	 reg toggle = 0;  
	 reg pm = 0;  
	 assign AMPM_indicator_led = pm;  
	 reg clock_mode = 0;
	 assign clock_mode_indicator_led = clock_mode;  
	 SSM_Seven_Segment_Module SSM(clk,sec_ones,sec_tens,min_ones,min_tens,hrs_ones,hrs_tens,seg,an);
	 parameter display_time = 1'b0;
	 parameter set_time = 1'b1;
	 reg current_mode = set_time;  
	 always @(posedge clk) begin
			case(current_mode)
				display_time: begin 	 
					if (center) begin	 
						 clock_mode <= 0;
						 current_mode <= set_time;
						 counter <= 0;
						 toggle <= 0;
						 sec <= 0;
					end
					if (counter < max_count) begin  
						 counter <= counter + 1;
					end else begin
						 counter <= 0;
						 sec <= sec + 1;
					end
				end
				set_time: begin
					if (center) begin  
						 clock_mode <= 1;
						 current_mode <= display_time;
					end
					if (counter < (25_000)) begin  
						 counter <= counter + 1;
					end else begin
						 counter <= 0;
						 case (toggle)
							   1'b0: begin  
									 if (up) begin
										  min <= min + 1;
									 end
									 if (down) begin  
										  if (min>0) begin
											   min <= min - 1;												
												end else if (hrs > 1) begin
												hrs <= hrs - 1;
												min <= 59;
										  end else if (hrs == 1) begin
												hrs <= 12;
												min <= 59;
										  end
									 end
									 if (left || right ) begin  
											toggle <= 1;
									 end
								end  
								1'b1: begin  
									 if (up) begin  
										  hrs <= hrs + 1;
									 end 
									 if (down) begin
											if(hrs>1) 
											begin
												hrs <= hrs -1;
											end
											else if (hrs == 1) 
												begin
												hrs <= 12;
												end
											end
											if ( right || left ) begin  
											toggle <= 0;
											end
									  end  
						      endcase	 
								end
							end  
					endcase  
				   if (sec >= 60) begin 	 
							sec <= 0;
							min <= min +1;
					end
					if (min >= 60) begin		 
							min <= 0;
							hrs <= hrs + 1;
					end
					if (hrs >= 24) begin		 
						 hrs <= 0;
					end
					if(clock_mode == 0) begin
						min_ones <= min%10;	 
						min_tens <= min/10;		 
						sec_ones <= sec%10;	 
						sec_tens <= sec/10;		 
						hrs_ones <= hrs%10;	 
						hrs_tens <= hrs/10;	 
						if(hrs>12) begin
							pm <= 1;
						end
					end
					else begin 					 
						min_ones <= min%10;	 
						min_tens <= min/10;		 
						sec_ones <= sec%10;	 
						sec_tens <= sec/10;		 
						if (hrs<12) begin
							pm<=0;
							if (hrs == 0) begin
								hrs_ones <= 2;
								hrs_tens <= 1;
							end 
							else begin
								hrs_ones <= hrs%10;	 
								hrs_tens <= hrs/10;	 
						end
					end  
						if (hrs>=12) begin
							pm <= 1;
							if (hrs == 12) begin
								hrs_ones <= 2;
								hrs_tens <= 1;
							end 
							else if(hrs <22) begin
								hrs_ones <= hrs%12;	 
								hrs_tens <= hrs/22;	 
							end
							else begin
								hrs_ones <= hrs%22;	 
								hrs_tens <= hrs/22;	 
						end
					end   
				end 	   
			end
endmodule
`timescale 1ns / 1ps
module SSM_Seven_Segment_Module(
    input clk,  
	 input [3:0] sec_ones,
    input [3:0] sec_tens,
	 input [3:0] min_ones,  
    input [3:0] min_tens,
    input [3:0] hrs_ones,
    input [3:0] hrs_tens,  
	 output reg [6:0] seg,
    output reg [5:0] an
    );
	reg [1:0] digit_display = 0;
	reg [6:0] display [3:0];
	reg [18:0] counter = 0;
	parameter max_count = 500_000;  
	wire [3:0] four_bit [5:0]; 	  
	assign four_bit[0] = sec_ones;
	assign four_bit[1] = sec_tens;
	assign four_bit[2] = min_ones;
	assign four_bit[3] = min_tens;
	assign four_bit[4] = hrs_ones;
	assign four_bit[5] = hrs_tens;
	always @(posedge clk) begin
	   if (counter < max_count ) begin
			counter <= counter +1;
	   end else 
		begin
			digit_display <= digit_display +1;
			counter <= 0;
	   end
		case(four_bit[digit_display])
			4'b0000 :display[digit_display] <= 7'b1000000;  
			4'b0001 :display[digit_display] <= 7'b1111001;  
			4'b0010 :display[digit_display] <= 7'b0100100;  
			4'b0011 :display[digit_display] <= 7'b0110000;  
			4'b0100 :display[digit_display] <= 7'b0011001;  
			4'b0101 :display[digit_display] <= 7'b0010010;  
			4'b0110 :display[digit_display] <= 7'b0000010;  
			4'b0111 :display[digit_display] <= 7'b1111000;  
			4'b1000 :display[digit_display] <= 7'b0000000;  
			4'b1001 :display[digit_display] <= 7'b0011000;  
			4'b1010 :display[digit_display] <= 7'b0001000;  
			4'b1011 :display[digit_display] <= 7'b0000011;  
			4'b1100 :display[digit_display] <= 7'b1000110;  
			4'b1101 :display[digit_display] <= 7'b0100001;  
			4'b1110 :display[digit_display] <= 7'b0000110;  
			default: display[digit_display] <= 7'b0001110;  
	   endcase
		case(digit_display)  
				0: begin
					an <= 6'b111110;
					seg <= display[0];
				end
				1: begin
					an <= 6'b111101;
					seg <= display[1];
				end
				2: begin
					an <= 6'b111011;
					seg <= display[2];
				end
				3: begin
					an <= 6'b110111;
					seg <= display[3];
				end
				4: begin
					an <= 6'b101111;
					seg <= display[4];
				end
				5: begin
					an <= 6'b011111;
					seg <= display[5];
				end
			endcase
		end 
endmodule
```
==> run_results.csv <==
group,metric,value,unit
routing,viasPerCell,5.18,
synth,ff_type,"dfxtp_1",
floorplanning,num_rows,45,
worst_setup_path,worstPathCellList,"inv_1 > ha_1 > inv_1 > a21oi_1 > nand2_1 > o32ai_1",
sta,fin_crit,3.07,ns
sta,slew_viol_final,0,
sta,slew_headroom,43.2,%
floorplanning,die_w,128,microns
grt,grt_overflow,0,
sta,rsz0062_at_grt,"no",
placed_design,place_congestion,0.875,
routing,routed_wl,11.5,mm
worst_setup_path,crit_start,"SSM.digit_display[0]$_DFFE_PP_",
synth,synth.distinct_cells,85,
cts,cts_sinks,128,
floorplanning,ios,21,
synth,ys.flops,128,
pwr,p_seq_share,39.0,%
synth,yosys.area.top_type_share,30.2,%
worst_setup_path,end_kind,"flop",
pwr,internal-power,0.00257,W
sta,fin_crit_sh,62.7,%
worst_setup_path,cp.required,5.04,ns
status,outcome,"complete, no violations",
floorplanning,chip_area,16300,sq um
worst_setup_path,worst-path-buf-inv,2,
cts,cts.reportedPaths.clkPinSlew,0.06,ns
grt,grt_pass1_wl,20.0,mm
worst_setup_path,path_max_fanout,21,
synth,top_cells_by_area,"dfxtp_1, edfxtp_1, nor2_1",
sta,tightest_slew,0.851,ns
sta,timing.fmax,325,MHz
worst_setup_path,r2r_cells,6,
synth,synth.cell_area,6310,sq um
sta,whs,0.399,ns
sta,tns,0,ns
layout,final.fill_count,1379,
min_path,hold_path.class,"reg2reg",
floorplanning,dieHeight,128,microns
worst_setup_path,slowest_stage,"ha_1",
grt,antenna_found_initial,0,
worst_setup_path,slowest_delay,0.56,ns
flow_run,max_cap_violations,0,
layout,drive_gt1_share,8.58,%
grt,grt_pass1_vias,4295,
routing,drt_iter0_drc,301,
routing,drtAntennaViolNets,0,
pwr,ir_worst_vdd,325,uV
synth,largest_area_cell,"dfxtp_1",
routing,drc,0,
worst_setup_path,worstPathArrival,3.22,ns
grt,grt_usage,15.4,%
pwr,pwr-share-comb,30.8,%
pwr,clkPwrFrac,30.3,%
sta,hold_violations,0,
cts,cts_buffers,17,
routing,firstDrtPassIters,5,
floorplanning,fp_util,41.2,%
placed_design,io_buffers,18,
worst_setup_path,r2r_setup_slack,1.83,ns
cts,cts_setup_buffers,0,
synth,synth_chip_area,6310,sq um
pwr,swShare,34.9,%
worst_setup_path,rr_startpoint,"SSM.digit_display[0]$_DFFE_PP_",
pwr,p_per_area,548,nW/um^2
routing,wire_per_inst,12.6,microns
cts,cts_tree,"yes",
cts,htree_levels,4,
cts,clk_path_buf_depth,2,
worst_setup_path,cp.depth,6,
cts,cts_root_buf,"clkbuf_16",
pwr,cellLeakagePower,2.66,nW
worst_setup_path,crit_type,"reg2reg",
grt,grt_max_degree,22,
cts,post_cts_resized,0,
cts,clk_latency,0.41,ns
routing,diodes,0,
routing,vias,4718,
layout,area_delta_synth_final,14.5,%
worst_setup_path,path_common_cell,"inv_1",
sta,fin_skew,0.00709,ns
synth,synth-edff-count,33,
placed_design,dpl.hpwl,7.76,mm
synth,ys_cells,669,
sta,setup_viol,0,
floorplanning,coreArea,15300,sq um
worst_setup_path,endpoint,"SSM.display[2][0]$_DFFE_PP_",
synth,avgSynthCellArea,9.43,sq um
cts,cts_hold_buffers,0,
synth,synth_cells,669,
worst_setup_path,start_kind,"flop",
worst_setup_path,r2r_end,"SSM.display[2][0]$_DFFE_PP_",
worst_setup_path,path_delay_family,"AND-OR/OR-AND gates",
synth,synthArstFlopShare,0,%
synth,ys_warn_count,2,
pwr,p_sw,0.00138,W
synth,yosys.stat.seqShare,45.9,%
flow_run,log.warning_count,37,
-- state kept, by name, summed over array words and instances, names as in the netlist, 6 cells and up --
register     flops
counter         32
SSM.display     28
SSM.counter     19
SSM.seg          7
hrs              6
min              6
sec              6
-- Yosys cell counts, drive strengths merged (15+ instances only) --
master,n
a21oi,33
buf,15
nor3,19
clkbuf,19
nor2,91
xnor2,22
dfxtp,95
inv,30
o21ai,30
nand3,26
nand2,52
xor2,21
edfxtp,33
ha,22
-- power groups by stage --
stage | Sequential, W | Clock [W] | Combinational (W)
CTS | 0.00154 | 0.00123 | 0.00122
global route | 0.00157 | 0.00128 | 0.00139
finish | 0.00154 | 0.00120 | 0.00122
-- how the worst min path moves through the flow --
stage	start	endpoint	slack (ns)	cells after the start
after CTS	sec[0]$_SDFFE_PP0P_	sec_ones[0]$_DFF_P_	0.40	0
after global routing	sec[0]$_SDFFE_PP0P_	sec_ones[0]$_DFF_P_	0.42	0
final	sec[0]$_SDFFE_PP0P_	sec_ones[0]$_DFF_P_	0.40	0
-- metrics by stage --
| step | total power [W] | worst slack, ns | instance area (sq um) | utilization (%) | std cells |
|---|---|---|---|---|---|
| 5_1_grt | 0.00424 | 1.45 | 7220 | 47.2 | 910 |
| 2_1_floorplan | 0.00253 | 2.34 | 6350 | - | 681 |
| 3_3_place_gp | 0.00275 | 1.90 | 6650 | 43.4 | 878 |
| 4_1_cts | 0.00398 | 1.82 | 7220 | 47.2 | 910 |
| 3_5_place_dp | 0.00276 | 1.82 | 6650 | 43.4 | 878 |
| 6_report | 0.00395 | 1.83 | 7220 | 47.2 | 910 |
-- placed cells by master (no fill, tap or decap), drive strengths merged, types with 4 or more instances in the layout --
| cell | count |
|---|---|
| dfxtp | 95 |
| nor2 | 91 |
| nand2 | 52 |
| edfxtp | 33 |
| a21oi | 33 |
| inv | 31 |
| o21ai | 30 |
| nand3 | 26 |
| xnor2 | 22 |
| ha | 22 |
| xor2 | 21 |
| nor3 | 19 |
| clkdlybuf4s50 | 18 |
| clkbuf | 18 |
| conb | 14 |
| nor2b | 10 |
| nand4 | 10 |
| a222oi | 10 |
| clkinv | 10 |
| o211ai | 9 |
| nor4 | 9 |
| a31oi | 8 |
| or3 | 8 |
| a211oi | 8 |
| and3 | 7 |
| a21o | 5 |
| o32ai | 5 |
| nand2b | 4 |
| mux2i | 4 |
-- cell families after synthesis --
kind of cell    synth area share (%)
fa+ha+maj                       4.68
mux                            0.992
compound gates                  18.2
simple gates                    19.8
buf+inv                         4.34
xor+xnor                        5.97
other cells                    0.119
flops                           45.9
-- final cells by class --
type	instances	area [sq um]	area share (%)
multi-input cells	489	3190	44.1
flip-flops and latches	128	2890	40.1
clock buffers	18	429	5.94
well taps	211	264	3.66
repair buffers	20	195	2.70
clock inverters	14	143	1.98
inverters	30	113	1.56
-- routing by layer --
layer	global-route usage (%)	part of all wire, %	vias to the layer above
met5	0	0	-
met1	24.3	51	2157
met4	1.80	1.0	0
met2	22.4	43	99
met3	4.52	4.9	9
li1	-	-	2453
No activity file was given, so power comes from the tool's default toggle rates.
